**design/flow/design.v**
```verilog
module uart_rx #(parameter CLKS_PER_BIT = 57)(
    input i_clock,  
    input i_Rx_serial, 
    output o_Rx_DV, 
    output [7:0] o_Rx_byte 
);
    localparam s_IDLE = 3'b000;  
    localparam s_RX_START_BIT = 3'b001;  
    localparam s_RX_DATA_BITS = 3'b010;  
    localparam s_RX_STOP_BIT = 3'b011;  
    localparam s_CLEAN_UP = 3'b100;  
    reg r_Rx_DATA_p = 1'b1;  
    reg r_Rx_Data = 1'b1;  
    reg [7:0] r_Clock_Count = 0;  
    reg [2:0] r_Bit_Index = 0;  
    reg [7:0] r_Rx_Byte = 0;  
    reg r_Rx_DV = 0;  
    reg [2:0] r_SM_Main = 0;  
    always@(posedge i_clock)begin   
        r_Rx_DATA_p <= i_Rx_serial;
        r_Rx_Data <= r_Rx_DATA_p;
    end
    always@(posedge i_clock)begin
        case(r_SM_Main)
            s_IDLE: 
                begin
                    r_Rx_DV <= 1'b0;
                    r_Clock_Count <= 0;
                    r_Bit_Index <= 0;
                if(r_Rx_Data == 1'b0)
                    r_SM_Main <= s_RX_START_BIT;
                else
                    r_SM_Main <= s_IDLE;
                end 
            s_RX_START_BIT:
                begin
                    if(r_Clock_Count == (CLKS_PER_BIT - 1)/2)begin
                        if(r_Rx_Data == 1'b0)begin
                            r_Clock_Count <= 0;
                            r_SM_Main <= s_RX_DATA_BITS;
                        end 
                        else begin 
                            r_SM_Main <= s_IDLE;
                        end 
                    end else begin
                        r_Clock_Count <= 1 + r_Clock_Count;
                        r_SM_Main <= s_RX_START_BIT;
                    end 
                end 
            s_RX_DATA_BITS:
                begin
                    if(r_Clock_Count < CLKS_PER_BIT)begin
                        r_SM_Main <= s_RX_DATA_BITS;
                        r_Clock_Count <= 1 + r_Clock_Count;
                    end 
                    else begin 
                        r_Clock_Count <= 0;  
                        r_Rx_Byte[r_Bit_Index] <= r_Rx_Data;  
                        if(r_Bit_Index < 7)begin
                            r_Bit_Index <= r_Bit_Index +1;
                            r_SM_Main <= s_RX_DATA_BITS;
                        end
                        else begin 
                            r_Bit_Index <= 0;
                            r_SM_Main <= s_RX_STOP_BIT;
                        end  
                    end
                end
            s_RX_STOP_BIT:
                begin
                    if(r_Clock_Count < CLKS_PER_BIT)begin 
                        r_Clock_Count <= r_Clock_Count + 1;
                        r_SM_Main <= s_RX_STOP_BIT;
                    end 
                    else begin 
                        r_Rx_DV <= 1'b1;
                        r_Clock_Count <= 0;
                        r_SM_Main <= s_CLEAN_UP;
                    end 
                end 
            s_CLEAN_UP:
                begin
                    r_SM_Main <= s_IDLE;
                    r_Rx_DV <= 1'b0;
                end 
            default:
                r_SM_Main <= s_IDLE;
        endcase 
    end 
    assign o_Rx_DV = r_Rx_DV;
    assign o_Rx_byte = r_Rx_Byte;
endmodule 
```
**design/flow/run.sh**
```bash
#!/bin/bash
# OpenROAD 26Q1-2900-gdf79404cd8, Yosys 0.63+post, stock flow scripts
make -C /OpenROAD-flow-scripts/flow DESIGN_CONFIG=/design/flow/config.mk WORK_HOME=/design/flow/orfs finish
```
**design/flow/config.mk**
```make
export PLATFORM = sky130hd
export DESIGN_NAME = uart_rx
export DESIGN_NICKNAME = uart_rx
export VERILOG_FILES = /design/flow/design.v
export SDC_FILE = /design/flow/constraint.sdc
export NUM_CORES = 4
export LEC_CHECK = 1
export CORE_AREA = 10 10 104 104
export DIE_AREA = 0 0 114 114
```
**design/flow/constraint.sdc**
```tcl
current_design uart_rx

set clk_period 2.2
set clk_io_pct 0.2

create_clock -name clk0 -period $clk_period [get_ports {i_clock}]

set non_clock_inputs [all_inputs -no_clocks]
set_input_delay [expr $clk_period * $clk_io_pct] -clock clk0 $non_clock_inputs
set_output_delay [expr $clk_period * $clk_io_pct] -clock clk0 [all_outputs]
```
==> flow_metrics.env <==
# flow metrics
export IMPL_cts_root_buf="clkbuf_8"
export IMPL_ys_cells=117
export IMPL_worstSkewPairLatency_ns=0.26
export IMPL_design_power_total_uw=2200
export IMPL_grt_ovfl_total=0
export IMPL_top_cell_area_share=0.451
export IMPL_wl_per_cell_um=9.00
export IMPL_slew_violations=0
export IMPL_die_area_um2=13000
export IMPL_drive_gt1_frac=0.136
export IMPL_async_flop_share=0
export IMPL_slew_headroom=0.675
export IMPL_area_growth_pct=21.5
export IMPL_min_path_cells=0
export IMPL_worstSetupPathType="reg -> reg"
export IMPL_htree_levels=1
export IMPL_worst_slew_pin_slew_ns=0.485
export IMPL_grt_pass1_wl_um=3950
export IMPL_grt_max_degree=14
export IMPL_fin_crit_sh=0.840
export IMPL_rrSetupSlack_ns=0.35
export IMPL_swShare=0.380
export IMPL_syn_avg_cell_area_um2=11.4
export IMPL_worst_path_max_fanout=6
export IMPL_syn_area_um2=1330
export IMPL_intPower_uw=1370
export IMPL_start_kind="register"
export IMPL_n_antenna_cell=0
export IMPL_io_buffer_count=10
export IMPL_whs_ns=0.328
export IMPL_power_share_clock=0.122
export IMPL_syn_inst=117
export IMPL_via_count=859
export IMPL_outcome="finished, final reports clean"
export IMPL_routed_via_density=3.58
export IMPL_top_area_cell="edfxtp_1"
export IMPL_dr_first_iter_drc_count=55
export IMPL_reg2reg_depth=5
export IMPL_worstHoldStart="r_Rx_DATA_p$_DFF_P_"
export IMPL_dieHeight_um=114
export IMPL_reg2reg_from="r_Clock_Count[0]$_DFFE_PP_"
export IMPL_fp_row_count=34
export IMPL_maxCapViolations=0
export IMPL_common_cells="edfxtp_1, nor2_1, nand2_1"
export IMPL_ant_nets=0
export IMPL_clock_sinks=25
export IMPL_post_cts_resize_count=0
export IMPL_fin_area_um2=1620
export IMPL_ys_seq_elements=25
export IMPL_yosys_warnings=1
export IMPL_seqPwrFrac=0.432
export IMPL_drt_pass1_iterations=2
export IMPL_warning_count=29
export IMPL_die_w_um=114
export IMPL_post_cts_buffers=0
export IMPL_core_um2=8680
export IMPL_cts_buffer_depth=2
export IMPL_antenna_found_initial=0
export IMPL_drc=0
export IMPL_dpl_instance_area_um2=1570
export IMPL_grt_pass1_vias=839
export IMPL_setup_violations=0
export IMPL_fp_utilization=0.153
export IMPL_leakage_uw=0.000568
export IMPL_hold_violations=0
export IMPL_period_needed_ns=1.85
export IMPL_rr_endpoint="r_Bit_Index[1]$_SDFFCE_PP0P_"
export IMPL_numCtsBuffers=3
export IMPL_cp_data_arrival_time_ns=1.76
export IMPL_regArea_um2=701
export IMPL_endpoint_kind="register"
export IMPL_worstHoldEndpoint="r_Rx_Data$_DFF_P_"
export IMPL_tritoncts="yes"
export IMPL_ctsHoldBuffers=0
export IMPL_synth_most_common_cell="edfxtp_1"
export IMPL_combinationalPowerShare=0.447
export IMPL_finClkSkew_ns=0.00381
export IMPL_setup_tns_ns=0
export IMPL_synthDistinctLibCells=35
export IMPL_top_cells_by_area="edfxtp_1, dfxtp_1, ha_1, nor2_1, xor2_1"
export IMPL_final_comb_area_um2=599
export IMPL_wl_um=2160
export IMPL_fmax_mhz=541
export IMPL_vdd_ir_drop_max_mv=0.336
export IMPL_hold_class="reg -> reg"
export IMPL_fill_cells=962
export IMPL_cp_required_ns=2.12
export IMPL_hpwl_um=1640
export IMPL_power_density_nw_per_um2=1360
export IMPL_fin_util=0.186
export IMPL_routabilityCongestion=0.777
export IMPL_yosysChipArea_um2=1330
export IMPL_power_switching_uw=837
export IMPL_grt_usage=0.0360
export IMPL_ff_type="edfxtp_1"
export IMPL_rsz0062_at_grt="no"
export IMPL_ios=11
export IMPL_yosysSeqAreaShare=0.526
export IMPL_edf_count=20
export IMPL_path_clk_slew_ns=0.08
-- cell families after synthesis --
logic type / share of synthesized area
muxes: 0.0414
buffers and inverters: 0.0235
and+or+nand+nor: 0.220
adders and majority gates: 0.0564
AOI/OAI and AO/OA: 0.0677
DFF: 0.526
xor gates and xnor gates: 0.0649
-- placed cells by master (no fill, tap or decap), types with 2 or more instances in the layout --
| cell type | netlist | layout |
|---|---|---|
| dfxtp_1 | 5 | 5 |
| clkbuf_8 | 0 | 3 |
| nor2_1 | 16 | 16 |
| xor2_1 | 6 | 6 |
| clkdlybuf4s50_1 | 0 | 10 |
| and3_1 | 2 | 2 |
| nor2b_1 | 4 | 4 |
| o21ai_0 | 5 | 5 |
| xnor2_1 | 2 | 2 |
| ha_1 | 6 | 6 |
| mux2_2 | 4 | 4 |
| nand2b_1 | 3 | 3 |
| buf_4 | 0 | 3 |
| inv_1 | 4 | 4 |
| nand3_1 | 7 | 7 |
| nor3_1 | 2 | 2 |
| edfxtp_1 | 20 | 20 |
| nand2_1 | 10 | 10 |
| nand4_1 | 2 | 2 |
-- power groups by stage --
stage / clock, µW / sequential, µW / combinational [µW]
after CTS: 283 / 954 / 995
after global routing: 311 / 985 / 1130
final: 268 / 952 / 984
-- registers in the layout, indices dropped and copies added, names as in the netlist --
register       flops
r_Bit_Index        3
r_Clock_Count      8
r_Rx_Byte          8
r_Rx_DATA_p        1
r_Rx_DV            1
r_Rx_Data          1
r_SM_Main          3
-- stage by stage --
| step | setup WS [ns] | cells |
|---|---|---|
| finish | 0.352 | 240 |
| detailed placement | 0.363 | 236 |
| CTS | 0.355 | 240 |
| global route | 0.220 | 240 |
| global placement | 0.374 | 236 |
| floorplan | 0.240 | 117 |
-- area by class of cell --
type / instances / share of cell area
Multi-Input combinational cell: 86 / 0.370
Clock buffer: 4 / 0.0278
Sequential cell: 25 / 0.433
Timing Repair Buffer: 13 / 0.0758
Tap cell: 108 / 0.0835
Inverter: 4 / 0.00928
-- per-layer routing --
layer,up-vias,part of all wire,global-route usage
met5,-,0,0
met4,0,0,0.00167
li1,443,-,-
met3,0,0.079,0.0175
met2,11,0.46,0.0543
met1,405,0.46,0.0485
-- worst max-delay path: stages (launching register included) --
cell and delay (ns):
edfxtp_1 0.39, inv_1 0.06, ha_1 0.19, nor2b_1 0.12, o21a_2 0.26, a211oi_1 0.47
-- how the worst max path moves through the flow --
stage	startpoint	endpoint	slack, ns	depth (start not counted)
after CTS	r_Clock_Count[0]$_DFFE_PP_	r_Bit_Index[1]$_SDFFCE_PP0P_	0.36	5
after global routing	r_Clock_Count[0]$_DFFE_PP_	r_Clock_Count[4]$_DFFE_PP_	0.22	7
final	r_Clock_Count[0]$_DFFE_PP_	r_Bit_Index[1]$_SDFFCE_PP0P_	0.35	5
Power is estimated from default activity; no workload was simulated.
